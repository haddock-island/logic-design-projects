$ cat design/flow/design.v
module multiplier(x,y,ctrl,clk,product);
input x;
input [3:0] y;
input ctrl;
input clk;
output product;
wire [3:0] r;
wire [3:0] p;
wire [7:0] q;
wire cout1;
wire cout2;
wire coutm;
wire cin1;
wire s1;
wire s2;
and1 n0 (r[0],y[0],ctrl);
and1 n1 (r[1],y[1],ctrl);
and1 n2 (r[2],y[2],ctrl);
and1 n3 (r[3],y[3],ctrl);
dff d0 (x,clk,r[0],p[0]);
dff d1 (x,clk,ctrl,q[0]);
dff d2 (q[0],clk,r[1],p[1]);
dff d3 (x,clk,ctrl,q[1]);
dff d4 (q[1],clk,ctrl,q[2]);
dff d5 (q[2],clk,r[2],p[2]);
dff d6 (x,clk,ctrl,q[3]);
dff d7 (q[3],clk,ctrl,q[4]);
dff d8 (q[4],clk,ctrl,q[5]);
dff d9 (q[5],clk,r[3],p[3]);
dff d10 (cout1,clk,ctrl,q[6]);
dff d11 (cout2,clk,ctrl,q[7]);
dff d12 (coutm,clk,ctrl,cin1);
fulladder fa1 (p[0],p[1],q[6],cout1,s1);
fulladder fa2 (p[2],p[3],q[7],cout2,s2);
fulladder fa3 (s1,s2,cin1,coutm,product);
endmodule
module fulladder (a,b,cin,cout,sum);
input a;
input b;
input cin;
output cout;
output sum;
assign sum = a ^ b ^ cin;
assign cout = (a & b) | (a & cin) | (b & cin);
endmodule
module and1 (c,a,b);
input a,b;
output c;
assign c = a & b;
endmodule
module dff (d,clk,rst,q);
input d,clk,rst;
output q;
reg q;
always @ (posedge clk)
if(~rst)
begin
q <=  1'b0;
end
else
begin
q <= d;
end
endmodule
$ cat design/flow/run.sh
#!/bin/bash
# OpenROAD 26Q1-2900-gdf79404cd8, Yosys 0.63+post, stock flow scripts
make -C /OpenROAD-flow-scripts/flow DESIGN_CONFIG=/design/flow/config.mk WORK_HOME=/design/flow/orfs finish
$ cat design/flow/config.mk
export PLATFORM = sky130hd
export DESIGN_NAME = multiplier
export DESIGN_NICKNAME = multiplier
export VERILOG_FILES = /design/flow/design.v
export SDC_FILE = /design/flow/constraint.sdc
export NUM_CORES = 4
export LEC_CHECK = 1
export CORE_AREA = 10 10 70 70
export DIE_AREA = 0 0 80 80
$ cat design/flow/constraint.sdc
current_design multiplier

set clk_period 1.6
set clk_io_pct 0.2

create_clock -name clk0 -period $clk_period [get_ports {clk}]

set non_clock_inputs [all_inputs -no_clocks]
set_input_delay [expr $clk_period * $clk_io_pct] -clock clk0 $non_clock_inputs
set_output_delay [expr $clk_period * $clk_io_pct] -clock clk0 [all_outputs]
==> summary.rpt <==
===============================================================================================
Slew at the pin with the worst max-slew slack                                            237 ps
Depth of the most critical reg-to-reg path                                                    4
Hold crit path type                                                                  reg -> reg
Switching power summed over all nets                                                  0.0791 mW
Post-detailed-route via-to-cell ratio                                                      2.35
Count of buffers from port buffering                                                          7
Placement Rows                                                                               21
Ports                                                                                         8
Area reported by Yosys stat                                                             350 µm²
Leak                                                                                   0.194 nW
Outcome                                                                            finished with violations
Post-layout worst setup margin                                                          -475 ps
Internal Pwr Total                                                                     0.361 mW
Pin count of the biggest net entering global routing                                         11
Fraction of registers with async set or reset after synthesis                                 0
Area fraction of the dominant cell type after synthesis                                   0.571
Clock Skews                                                                             1.17 ps
Clock input transition at the sequential cells of the worst setup and hold paths          60 ps
Final worst hold slack                                                                   463 ps
OpenROAD warning count                                                                       28
Worst setup path category                                                            reg -> out
Cells in synth_stat.txt                                                                      29
Setup repair after global routing missed its margin                                         yes
CTS max path bufs                                                                             2
Global-route wire length before repair                                                   814 µm
Number of different library cells in the post-synthesis netlist                               6
Mean Syn Cell Area                                                                     12.1 µm²
Count leader, synth                                                                     dfxtp_1
Net Sw Frac                                                                               0.180
Number of flip-flops and latches in the synthesized netlist                                  10
Largest area contributor in the synthesized netlist                                     dfxtp_1
Antenna violations before repair                                                              0
Wire length per cell after detailed routing                                             5.96 µm
Filler-free cell count of the finished design                                                85
All-layer global routing usage                                                           0.0156
Kind of end point of the critical path                                               output pin
Core utilization at floorplan                                                             0.103
Total wire length                                                                        507 µm
Main flop type                                                                          dfxtp_1
CTS buffer count                                                                              3
Diode insertion count for antenna repair                                                      0
Number of nets with antenna violations after routing                                          0
Sequential Power Share                                                                    0.584
Buffer count from post-CTS setup fixing                                                       0
Overflow left after global routing                                                            0
Fin util                                                                                  0.146
Final Hold Fails                                                                              0
Flop2flop setup slack                                                                    190 ps
DRC violations left                                                                           0
Number of maximum-capacitance violations                                                      0
Chip width                                                                                80 µm
Comb power frac                                                                           0.067
Crit path required time                                                                 1280 ps
Worst rel slew slack                                                                      0.842
Hold buffer count at cts                                                                      0
Clock latency reported for the late side of the worst-skew pair                          250 ps
Standard cell with the maximum stage delay on the critical path                            fa_1
Count of final max-slew check failures                                                        0
Core Area                                                                              3420 µm²
Data arrival at the endpoint of the critical path                                       1760 ps
Synthesized instance count                                                                   29
Htree depth                                                                                   1
Cell area after technology mapping                                                      350 µm²
Vias in the first global route                                                              207
Top post-synthesis cells by area                                                   dfxtp_1 (57%), fa_1 (17%), and2_2 (8.6%), and3_1 (7.1%), inv_1 (6.4%)
Reg2reg start                                                                      d5.q$_SDFF_PN0_
Number of clock sinks                                                                        10
Final min period                                                                        2080 ps
Post-synthesis to final-layout area growth                                                42.5%
Post-route fraction of the period consumed by the critical path                            1.30
Cell count after placement                                                                   82
Maximum operating frequency                                                             482 MHz
Die extent in y                                                                           80 µm
Highest net fanout along the worst path                                                       1
Worst setup startpoint                                                             d5.q$_SDFF_PN0_
Yosys warning tally                                                                           1
CTS tree                                                                                    yes
Worst slack, placed                                                                     -600 ps
Total number of vias                                                                        200
Element type at the critical path start                                                register
GPL Wtd Cong                                                                              0.680
Master cell of the clock root buffer                                                   clkbuf_4
Critical path's largest stage delay                                                      520 ps
Cell repeated most along the worst path                                                    fa_1
Worst r2r dst                                                                      d12.q$_SDFF_PN0_
Chip footprint                                                                         6400 µm²
# setup viols final                                                                           1
Capturing element of the worst setup path                                               product
Count of routing violations after the opening detailed-route iteration                        2
Register area share after synthesis                                                       0.571
Clock group share of total power                                                          0.350
Cells traversed along the worst timing path                                        inv_2 > fa_1 > fa_1 > inv_1 > buf_2
Commonest cells post-synth                                                         dfxtp_1 (10), inv_1 (6), and2_2 (4), and3_1 (4), fa_1 (3)
Pwr/cell area                                                                        882 nW/µm²
Maximum vdd ir drop                                                                  0.000359 V
Share of final-layout standard cells stronger than drive strength 1                       0.308
Post-synth EDFFs                                                                              0
Iteration tally of the first detailed-router pass                                             2
Post-detailed-placement half-perimeter wirelength                                        424 µm
Violations in the final reports                                                    negative setup slack
===============================================================================================
==> worst max-delay path: cells and delay by family (launching register included) <==
family,cells,cell delay [ps]
fa+ha+maj,2,1010
buf+inv,3,180
flops,1,320
==> cell families after synthesis <==
kind of cell               count (synthesis)  share of synthesized area
buffers and inverters                      6                     0.0643
DFF                                       10                      0.571
and+or+nand+nor                           10                      0.193
adders and majority gates                  3                      0.171
==> flip-flops by register name, indices dropped and copies added, names as in the netlist <==
name	count
d0.q	1
d9.q	1
d12.q	1
d11.q	1
d10.q	1
d7.q	1
d5.q	1
d8.q	1
d6.q	1
d2.q	1
==> power groups by stage <==
stage	Sequential [mW]	Clock (mW)	Combinational (mW)
CTS	0.257	0.162	0.0306
global route	0.258	0.174	0.0336
finish	0.257	0.154	0.0293
==> worst min path at each step <==
| stage | from | to | slack [ps] | cells after the start |
|---|---|---|---|---|
| after CTS | d7.q$_SDFF_PN0_ | d8.q$_SDFF_PN0_ | 460 | 1 |
| after global routing | d6.q$_SDFF_PN0_ | d7.q$_SDFF_PN0_ | 490 | 1 |
| final | d7.q$_SDFF_PN0_ | d8.q$_SDFF_PN0_ | 460 | 1 |
==> stage by stage <==
stage	total power, mW	cell area (µm²)	TNS, ps
detailed placement	0.295	478	-600
global route	0.465	499	-552
floorplan	0.270	350	-64.5
CTS	0.450	498	-525
global placement	0.294	478	-579
finish	0.441	499	-475
==> cell usage in the layout (no fill, tap or decap) <==
cell / n
dfxtp_1: 7
clkdlybuf4s50_1: 6
inv_1: 5
and3_1: 4
and2_2: 4
fa_1: 3
clkbuf_4: 3
dfxtp_2: 3
nor2b_1: 2
inv_2: 1
buf_2: 1
==> per-layer routing <==
metal  vias up  routed length, µm  track usage
met4         0                  0      0.00528
met2         6                230       0.0217
met1        89                240       0.0190
met3         0                 35       0.0102
met5         -                  0            0
li1        105                  -            -
==> layout make-up <==
| type | instances | area (µm²) |
|---|---|---|
| Multi-Input combinational cell | 13 | 128 |
| Inverter | 6 | 22.5 |
| Tap cell | 46 | 57.6 |
| Fill cell | 400 | 2920 |
| Timing Repair Buffer | 7 | 65.1 |
| Sequential cell | 10 | 204 |
| Clock buffer | 3 | 22.5 |
==> what timing repair did <==
item / CTS / global route
resized: 5 / 2
endpoints found under the setup margin: 1 / 1
pin swaps: 3 / 2
No activity file was given, so power comes from the tool's default toggle rates.
